$ cat run.sh
#!/bin/bash
# OpenROAD 26Q1-2900-gdf79404cd8, Yosys 0.63+post, stock flow scripts
make -C /OpenROAD-flow-scripts/flow DESIGN_CONFIG=/design/flow/config.mk WORK_HOME=/design/flow/orfs finish
$ cat config.mk
export PLATFORM = sky130hd
export DESIGN_NAME = CSRUnit
export DESIGN_NICKNAME = CSRUnit
export VERILOG_FILES = /design/flow/design.v
export SDC_FILE = /design/flow/constraint.sdc
export NUM_CORES = 4
export LEC_CHECK = 1
export CORE_UTILIZATION = 50
$ cat constraint.sdc
current_design CSRUnit

set clk_period 13.1
set clk_io_pct 0.2

create_clock -name clk0 -period $clk_period [get_ports {clk}]

set non_clock_inputs [all_inputs -no_clocks]
set_input_delay [expr $clk_period * $clk_io_pct] -clock clk0 $non_clock_inputs
set_output_delay [expr $clk_period * $clk_io_pct] -clock clk0 [all_outputs]
$ cat design.v
`timescale 1ns/1ps
module CSRUnit(input logic clk,
               input logic reset,
               input logic csr_op,
               input logic [2:0] csr_type,
               input logic [11:0] csr_addr,
               input logic [31:0] csr_in,
               input logic [31:0] pc_on_exception,
               input logic ill_instr_exception,
               input logic ecall_exception,
               input logic ebreak_exception,
               input logic misaligned_store_exception,
               input logic misaligned_load_exception,
               output logic [31:0] csr_out,
               output logic [31:0] trap_vector,
               output logic trap_REQ);
localparam ECALL=3'b000;
localparam EBREAK=3'b000;
localparam MRET=3'b110;
localparam CSRRW=3'b001;
localparam CSRRS=3'b010;
localparam CSRRC=3'b011;
localparam XLEN=32;
localparam MXL=1;
localparam [1:0]U_MODE=2'b00;
localparam [1:0]S_MODE=2'b01;
localparam [1:0]M_MODE=2'b11;
localparam mvendorid_addr=12'hF11; 
localparam marchid_addr=12'hF12;
localparam mimpid_addr=12'hF13;
localparam mhartid_addr=12'hF14;
localparam mconfigptr_addr=12'hF15;
localparam mstatus_addr=12'h300;
localparam misa_addr=12'h301;
localparam medeleg_addr=12'h302;
localparam mideleg_addr=12'h303;
localparam mie_addr=12'h304;
localparam mtvec_addr=12'h305; 
localparam mcounteren_addr=12'h306;
localparam mstatush_addr=12'h310;
localparam mscratch_addr=12'h340;
localparam mepc_addr=12'h341;
localparam mcause_addr=12'h342;
localparam mtval_addr=12'h343;
localparam mip_addr=12'h344;
localparam mtinst_addr=12'h34A;
localparam mtval2_addr=12'h34B;
localparam MISALIGN_INSTR_ADDR_CAUSE=0;
localparam INSTR_ACCESS_FAULT_CAUSE=1;
localparam ILL_INSTR_CAUSE=2;
localparam EBREAK_CAUSE=3;
localparam LOAD_MISALIGN_CAUSE=4;
localparam LOAD_ACCESS_FAULT_CAUSE=5;
localparam STORE_MISALIGN_CAUSE=6;
localparam STORE_ACCESS_FAULT_CAUSE=7;
localparam ECALL_U_CAUSE=8;
localparam ECALL_S_CAUSE=9;
localparam ECALL_M_CAUSE=11;
localparam INSTR_PAGE_FAULT_CAUSE=12;
localparam LOAD_PAGE_FAULT_CAUSE=13;
localparam STORE_PAGE_FAULT_CAUSE=15;
localparam SW_CHECK_CAUSE=18;
localparam HW_ERR_CAUSE=19;
localparam SUPERVISOR_SW_INT_CAUSE=1;
localparam SUPERVISOR_TIMER_INT_CAUSE=5;
localparam SUPERVISOR_EXT_INT_CAUSE=9;
localparam MACHINE_SW_INT=3;
localparam MACHINE_TIMER_INT=7;
localparam MACHINE_EXT_INT=11;
logic exception,trapped;
logic ill_csr,csr_acces_permitted;
logic [1:0] current_privilege,previous_privilege;
logic [31:0] misa,mvendorid,marchid,mimpid,mhartid,mstatus,mstatush,mideleg,medeleg,mie,mtvec,mcounteren,mscratch,mepc,mcause,mtval,mip,mtinst;
assign exception= ecall_exception|ebreak_exception|misaligned_store_exception|misaligned_load_exception;
always_comb begin 
    csr_acces_permitted=current_privilege>=csr_addr[9:8]; 
end
always_comb begin
    csr_out=32'b0;
    ill_csr=1'b0;
    if(csr_acces_permitted)
        case(csr_addr)
            mstatus_addr: csr_out=mstatus;
            misa_addr: csr_out=misa;
            mtvec_addr: csr_out=mtvec;
            mcause_addr: csr_out=mcause;
            mscratch_addr: csr_out=mscratch;
            mepc_addr: csr_out=mepc;
            mtval_addr: csr_out=mtval;
            medeleg_addr: csr_out=medeleg;
            mideleg_addr: csr_out=mideleg;
            mie_addr: csr_out=mie;
            default: ill_csr=1'b1;
        endcase 
    else
        ill_csr=1'b1;
end
logic test;
always_ff @(posedge clk) begin
    if(reset) begin
        misa<=32'b0100_0000_0000_0000_0000_0000_1000_0000;
        mvendorid<=32'b0; 
        marchid<=32'b0; 
        mimpid<=32'b0; 
        mhartid<=32'b0; 
        mcause<=32'b0; 
        current_privilege<=M_MODE; 
        previous_privilege<=M_MODE;
        mstatus<=32'b0;
        mscratch<=32'b0;
        medeleg<=32'b0;
        mideleg<=32'b0;
        mie<=32'b0;
        mepc<=32'b0;
        mtval<=32'b0;
        mtvec<=32'b0;
        trap_vector<=32'b0;
        trapped<=1'b0;
        trap_REQ<=1'b0;
        test<=1'b0;
    end
    else begin
        trap_REQ<=1'b0;
        if(!ill_csr&&csr_op) begin
            case(csr_type)
                CSRRW: begin
                    case(csr_addr)
                        mstatus_addr: mstatus<=csr_in;
                        misa_addr: misa<=csr_in;
                        mtvec_addr: mtvec<=csr_in;
                        mcause_addr: mcause<=csr_in;
                        mscratch_addr: mscratch<=csr_in;
                        mepc_addr: mepc<=csr_in;
                        mtval_addr: mtval<=csr_in;
                    endcase
                end
                CSRRS: begin
                    case(csr_addr)
                        mstatus_addr: mstatus<=mstatus|csr_in;
                        misa_addr: misa<=misa|csr_in;
                        mtvec_addr: mtvec<=mtvec|csr_in;
                        mcause_addr: mcause<=mcause|csr_in;
                        mscratch_addr: mscratch<=mscratch|csr_in;
                        mepc_addr: mepc<=mepc|csr_in;
                        mtval_addr: mtval<=mtval|csr_in;
                    endcase
                end
                CSRRC: begin
                    case(csr_addr)
                        mstatus_addr: mstatus<=mstatus&(~csr_in);
                        misa_addr: misa<=misa&(~csr_in);
                        mtvec_addr: mtvec<=mtvec&(~csr_in);
                        mcause_addr: mcause<=mcause&(~csr_in);
                        mscratch_addr: mscratch<=mscratch&(~csr_in);
                        mepc_addr: mepc<=mepc&(~csr_in);
                        mtval_addr: mtval<=mtval&(~csr_in);
                    endcase
                end
                MRET: begin  
                        trap_REQ<=1'b1;
                        mstatus[3]<=mstatus[7]; 
                        mstatus[7]<=1'b1; 
                        trap_vector<=mepc;
                        trapped<=1'b0;
                end
            endcase
        end
        if(exception&&!trapped) begin
            trapped<=1'b1;
            trap_REQ<=1'b1;
            mepc<=pc_on_exception;
            trap_vector<=mtvec;
            mstatus[7]<=mstatus[3]; 
            mstatus[3]<=1'b0; 
            if(ecall_exception) begin
                mcause<=ECALL_M_CAUSE;
            end
            else if(ebreak_exception) begin
                mcause<=EBREAK_CAUSE;
            end
            else if(misaligned_store_exception) begin
                mcause<=STORE_MISALIGN_CAUSE;
            end
            else if(misaligned_load_exception) begin
                mcause<=LOAD_MISALIGN_CAUSE;
            end
            else 
                mcause<=ILL_INSTR_CAUSE;
        end  
    end
end        
endmodule
==> deck_impl_summary.md <==
Flow Results at a Glance

Worst hold path
  • Worst min path class: register to register

Clock network
  • CTS Hold Buffers Added: 0
  • Clk root buf: clkbuf_16
  • TritonCTS Sinks: 258
  • Num CTS Buffers: 28
  • Clk Latency, worst-skew pair: 560 ps
  • Setup Fix Bufs, Post-CTS: 0
  • Clock transition at path regs: 60 ps
  • Clk buf depth: 3
  • CTS tree: done
  • H-tree levels: 1
  • CTS resizes: 0

Yosys
  • Mapped Area: 0.0130 mm^2
  • Post-synth EDFFs: 0
  • Ys Warns: 1
  • Top cells by area, synth: dfxtp_1, a211oi_1, a21oi_1
  • Synth Register Bits: 258
  • YS chip area: 0.0130 mm^2
  • Main flop type: dfxtp_1
  • Area leader, netlist: dfxtp_1
  • Cells after Synth: 1600
  • Synth Seq Share: 0.397
  • Cell variety after synth: 64
  • Area share of the leading cell type in the synthesized netlist: 0.397
  • Async SR Flop Fraction: 0
  • Syn_area_per_cell: 8.12 um^2
  • # Cells Yosys: 1600

STA
  • Minimum clock period: 8690 ps
  • Final setup violation count: 0
  • Final Hold Vio Count: 0
  • Fin Clk Skew: 18.5 ps
  • RSZ-0062 raised after global routing: no
  • Final setup TNS: 0 ps
  • Final Slew Violations: 0
  • Maximum clock rate: 115 MHz
  • Cycle use final: 0.663
  • Final Worst Setup Slack: 4410 ps
  • Slew margin rel.: 0.397
  • Worst-Margin Slew: 904 ps

Cells and area
  • Share of post-route cells with drive strength above 1: 0.0740
  • Highest-count logic cell in the final layout: dfxtp_1
  • Layout area overhead: 18.2%
  • Most numerous logic cells after layout: dfxtp_1, nor2_1, a21oi_1
  • Non-Filler Instances: 1992
  • Fillers: 2221

Floorplanning
  • Die Footprint: 0.0266 mm^2
  • # IOs: 152
  • Die Span Y: 163 um
  • Number of core rows: 58
  • Initial core utilization: 0.513
  • Die W: 163 um
  • Core area: 0.0253 mm^2

Critical path
  • Crit path DAT: 6070 ps
  • Cell mode on critical path: clkdlybuf4s50_1
  • Worst setup path class: input pin to output port
  • CP bufs+invs: 3
  • Setup crit start kind: input pin
  • Worst Path Max Fanout: 29
  • Slowest-stage cell, CP: clkdlybuf4s50_1
  • Largest stage delay, worst path: 600 ps
  • Crit path max-delay family: buffers and inverters
  • Cells along the critical path: clkdlybuf4s50_1 > or4_4 > nor2_4 > buf_4 > a22oi_1 > o21a_1 > o21ai_0 > clkdlybuf4s50_1
  • Crit path required time: 10480 ps
  • CP Capture Type: output port

Global route
  • Largest net degree at the start of global routing: 75
  • Number of global-route vias before repair: 12.3k
  • GRT overflow: 0
  • First-pass GRT wire length: 73600 um
  • Global Route Usage Sum: 0.377
  • Initial antenna violation count: 1

Place
  • Setup WS pre-CTS: 4490 ps
  • Cell count after placement: 1940
  • PortBufs: 150
  • Final GP Congestion: 0.921
  • Post-DP HPWL: 28100 um

Run
  • Log Warnings: 27
  • Max-cap violations: 0

Detailed routing
  • TritonRoute pass-1 iters: 5
  • DRC Markers: 0
  • DRT iter0 DRCs: 1474
  • Ant diodes: 0
  • ANT nets after route: 0
  • WL per Instance: 24.5 um
  • Vias: 13.3k
  • Drt via density: 6.67
  • Final WL: 48800 um

Pwr
  • Peak supply drop: 0.104 mV
  • Pwr/cell area: 115 mW/mm^2
  • Lkg Pwr: 5.08 nW

Status
  • Outcome: completed
Yosys cell counts, types with 5 or more instances:
| cell type | n |
|---|---|
| o21bai_1 | 5 |
| nand3_1 | 15 |
| dfxtp_1 | 258 |
| mux2i_1 | 61 |
| nor3_1 | 7 |
| and2_1 | 9 |
| nor2_1 | 184 |
| a22oi_1 | 22 |
| and3_1 | 5 |
| buf_4 | 5 |
| o22ai_1 | 5 |
| a21oi_1 | 182 |
| nand2_1 | 148 |
| buf_6 | 9 |
| a311oi_1 | 56 |
| a22o_1 | 16 |
| a222oi_1 | 12 |
| a221o_1 | 6 |
| o2111ai_1 | 8 |
| o21ai_0 | 77 |
| a31oi_1 | 117 |
| o2bb2ai_1 | 10 |
| clkbuf_1 | 128 |
| nand2b_1 | 6 |
| buf_2 | 41 |
| a211oi_1 | 139 |
cells by family (layout without fill, tap and decap cells):
kind of cell / Yosys count / in the layout / share of synthesized area
AND/OR/NAND/NOR: 411 / 411 / 0.144
multiplexers: 63 / 63 / 0.0487
flip-flops: 258 / 258 / 0.397
buffers and inverters: 187 / 249 / 0.0646
AND-OR/OR-AND: 677 / 677 / 0.343
XOR/XNOR: 4 / 4 / 0.00270
state kept, by name, summed over array words and instances (netlist names):
| register | flops |
|---|---|
| mcause | 32 |
| mepc | 32 |
| misa | 32 |
| mscratch | 32 |
| mstatus | 32 |
| mtval | 32 |
| mtvec | 32 |
| trap_vector | 32 |
| trap_REQ | 1 |
| trapped | 1 |
final cells by class:
cell class / instances / area (um^2) / area share
repair buffers: 195 / 1840 / 0.119
well taps: 330 / 413 / 0.0269
clock inverters: 6 / 41.3 / 0.00269
multi-input cells: 1155 / 7040 / 0.458
flip-flops and latches: 258 / 5160 / 0.336
clock buffers: 46 / 858 / 0.0559
inverters: 2 / 7.51 / 0.000489
worst reg2reg max path, cell delays in order, from the launching register on:
cell and delay, ps:
dfxtp_1 450, a21o_4 410, buf_4 530, o21ai_0 440, o221a_2 250, nor3_1 110
power breakdown:
| part | switching, W | total [W] | leakage, nW | internal (W) |
|---|---|---|---|---|
| sequential | 0.0000164 | 0.000819 | 2.09 | 0.000803 |
| combinational | 0.000109 | 0.000179 | 2.54 | 0.0000703 |
| clock | 0.000328 | 0.000774 | 0.447 | 0.000445 |
metal layers:
layer	GRT usage	vias to the layer above	wire length, um
met2	0.556	709	21600
met4	0.130	2	1810
met5	0	-	13
li1	-	6114	-
met1	0.545	6341	20100
met3	0.105	128	5190
worst paths after layout:
check	from	end	slack, ps	cells after the start
setup / recovery	csr_addr[4]	csr_out[30]	4410	8
hold / removal	mcause[22]$_SDFFE_PP0P_	mcause[22]$_SDFFE_PP0P_	470	2
setup reg to reg	trapped$_SDFFE_PP0P_	mcause[0]$_SDFFE_PP0P_	10840	5
hold reg to reg	mcause[22]$_SDFFE_PP0P_	mcause[22]$_SDFFE_PP0P_	470	2
through the flow:
stage / power, W / utilization / cell area (um^2) / hold WS [ps]
after floorplan: 0.000933 / - / 13000 / 444
after global placement: 0.00101 / 0.571 / 14500 / 457
after detailed placement: 0.00101 / 0.571 / 14500 / 466
after CTS: 0.00178 / 0.607 / 15400 / 474
after global routing: 0.00183 / 0.607 / 15400 / 492
final: 0.00177 / 0.607 / 15400 / 474
Power figures rest on the tool's default switching activity, not on a simulated workload.
