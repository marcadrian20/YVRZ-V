## /design/flow/run.sh

```bash
#!/bin/bash
# OpenROAD 26Q1-2900-gdf79404cd8, Yosys 0.63+post, stock flow scripts
make -C /OpenROAD-flow-scripts/flow DESIGN_CONFIG=/design/flow/config.mk WORK_HOME=/design/flow/orfs finish
```

## /design/flow/config.mk

```make
export PLATFORM = sky130hd
export DESIGN_NAME = regfile
export DESIGN_NICKNAME = regfile
export VERILOG_FILES = /design/flow/design.v
export SDC_FILE = /design/flow/constraint.sdc
export NUM_CORES = 4
export LEC_CHECK = 1
export CORE_UTILIZATION = 50
```

## /design/flow/constraint.sdc

```tcl
current_design regfile

set clk_period 7.0
set clk_io_pct 0.2

create_clock -name clk0 -period $clk_period [get_ports {clk}]

set non_clock_inputs [all_inputs -no_clocks]
set_input_delay [expr $clk_period * $clk_io_pct] -clock clk0 $non_clock_inputs
set_output_delay [expr $clk_period * $clk_io_pct] -clock clk0 [all_outputs]
```

## /design/flow/design.v

```verilog
`timescale 1ns/1ps
module regfile(input  logic         clk,
               input  logic         WE,
               input  logic [4:0]  readPort1SEL,readPort2SEL,writePortSEL,
               input  logic [31:0] writePort,
               output logic [31:0] readPort1, readPort2) ;
    logic [31:0] regs[31:0];
    integer i;
    initial begin
       for(i=0;i<32;i=i+1) begin
           regs[i]=32'b0;
       end
    end
    always_ff @(negedge clk) 
        if(WE&&(writePortSEL!=5'b0)) regs[writePortSEL]<=writePort;
    assign readPort1=(readPort1SEL!=5'b0)?regs[readPort1SEL]:32'b0;
    assign readPort2=(readPort2SEL!=5'b0)?regs[readPort2SEL]:32'b0;
endmodule
```

==> flow_metrics.py <==
# Physical implementation metrics
metrics = {
    "synth": {
        "synth_chip_area_um2": 47000,
        "synth_flop_count": 1024,
        "synthCells": 2281,
        "yosysTopAreaCell": "edfxtp_1",
        "top_cell_area_share_pct": 65.4,
        "synth-async-reset-ratio_pct": 0,
        "ys_warn_count": 1,
        "ff_type": "edfxtp_1",
        "ys_seq_share_pct": 65.4,
        "synthesis.area_um2": 47000,
        "synth-edff-count": 1024,
        "synth.distinct_cells": 36,
        "syn_avg_cell_area_um2": 20.6,
        "ys_cells": 2281,
        "yosys-top-cells-area": "edfxtp_1 65%, mux4_2 23%, mux2i_1 3.1%, o22ai_1 1.1%, a22o_1 0.95%",
    },
    "drt": {
        "ant_nets": 0,
        "viasPerCell": 6.04,
        "num_vias": 30100,
        "routedWlPerCell_um": 30.1,
        "drt-initial-drc-count": 1761,
        "drt_wl_total_um": 150000,
        "drcViolationCount": 0,
        "first_pass_iters": 5,
    },
    "timing": {
        "drv_slew": 0,
        "finalSetupViolCount": 64,
        "finalHoldViolCount": 0,
        "rsz0062_at_grt": "true",
        "finalWorstSetupSlack_ps": -495,
        "tightest_slew_ps": 985,
        "slew_headroom_pct": 34.1,
    },
    "layout": {
        "drive_gt1_share_pct": 32.9,
        "mostFrequentLayoutCells": "1055 x inv_1, 1024 x edfxtp_1, 471 x mux4_2, 175 x buf_4, 145 x mux2i_1",
        "nFillCells": 6057,
        "fin_area_um2": 61200,
        "largest_reg_flops": 1024,
        "largest-register": "regs",
        "seq_area_um2": 30700,
        "lay_top_count": "inv_1",
        "logic_area_um2": 17300,
        "reg_top3": "regs: 1024 flops",
        "instances_no_fill": 4983,
        "final_util_pct": 65.6,
        "syn2layout_area_growth_pct": 30.1,
    },
    "clocking": {
        "cts.path.max_buffers": 3,
        "clock-sinks": 1024,
        "clk_pin_slew_ps": 30,
        "cts-hold-fix-buffers": 0,
        "cts_buffers": 115,
        "htreeDepth": 3,
        "cts-root-buf": "clkbuf_16",
        "cts_tree": "done",
    },
    "hold_path": {
        "min_to": "readPort1[4]",
        "holdPathStages": 4,
        "hold_start": "readPort1SEL[0]",
        "hold_class": "primary input to output pin",
    },
    "die": {
        "fp_util_pct": 50.4,
        "fp-row-count": 112,
        "dieWidth_um": 309,
        "dieArea_um2": 95200,
        "io_pins": 113,
        "core_um2": 93200,
        "die_h_um": 309,
    },
    "critical_path": {
        "cp_cell_sequence": "mux4_2, mux4_2, o22ai_4, buf_6, nor3_1, buf_2",
        "critPathMaxFanout": 2,
        "slowest_delay_ps": 560,
        "path_class": "flip-flop to output pin",
        "crit_path_end_kind": "output pin",
        "cp_data_required_time_ps": 5600,
        "crit_family": "multiplexers",
        "crit_top_cell": "mux4_2",
        "startpoint_type": "flip-flop",
        "worst_path_max_delay_cell": "mux4_2",
        "critPathArrivalTime_ps": 6090,
        "path_buffers": 2,
    },
    "outcome": {
        "violations": "setup timing",
        "status": "finished, violations left",
    },
    "placed_design": {
        "routabilityCongestion": 0.890,
        "placed_area_um2": 51800,
        "placed_cells": 3722,
        "dp_hpwl_um": 88200,
        "numPortBuffers": 112,
    },
    "global_route": {
        "grt_start_max_net_pins": 62,
        "grt_pass1_wl_um": 217000,
        "track_usage_pct": 36.7,
        "grt.overflow.total": 0,
        "grt_pass1_vias": 35700,
        "grt_antenna_before_repair": 6,
    },
    "power": {
        "power_leakage_uw": 0.0239,
        "power_density_nw_per_um2": 277,
        "vdd_drop_max_mv": 0.261,
    },
    "flow_run": {
        "warnings": 1030,
        "max_cap_violations": 0,
    },
}
[cell usage after synthesis (5+ instances only)]
cell,count
edfxtp_1,1024
mux4_2,471
mux2i_1,146
clkbuf_1,84
o22ai_1,83
nor3_1,55
a22o_1,51
buf_2,50
mux2_2,37
nor2_1,37
a211oi_1,36
a2111oi_0,32
o221ai_1,29
buf_4,27
nor2b_1,16
buf_1,14
buf_6,14
a22oi_1,12
nand2_1,9
nand3b_1,7
a21oi_1,6
nand2b_1,6
a221oi_1,5
[logic make-up after synthesis]
kind of cell / after synthesis / synth area share, %
other: 1 / 0.00798
multiplexers: 654 / 26.6
flip-flops: 1024 / 65.4
AND-OR/OR-AND: 259 / 4.21
AND/OR/NAND/NOR: 152 / 1.69
buffers and inverters: 191 / 2.10
[timing repair]
action | in CTS | in global routing
setup buffers | 30 | 12
pin swaps | 142 | 36
gates resized | 468 | 32
setup endpoints to repair | 64 | 64
[routing by layer]
metal  routed length [µm]  track usage (%)
met1                46200             42.8
met5                  388             6.37
met2                69200             47.2
met4                 5140             15.9
met3                29300             33.8
[report_power, final]
part / switching [µW] / internal (µW) / total (µW)
combinational: 776 / 617 / 1390
clock: 3910 / 4680 / 8590
sequential: 36.9 / 6900 / 6930
[stage by stage]
stage / hold WS, ps / total power (µW) / setup TNS, ps / worst slack [ps]
after floorplan: 3090 / 8540 / -90160 / -320
after global placement: 3870 / 9140 / -5530 / -485
after detailed placement: 3880 / 9160 / -6650 / -442
after CTS: 3630 / 17100 / -22230 / -509
after global routing: 3660 / 17900 / -24800 / -540
final: 3640 / 16900 / -19820 / -495
[worst max path at each step]
stage                        start       endpoint  slack (ps)  depth (start not counted)
after CTS              regs[31][0]   readPort1[0]        -510                          6
after global routing  regs[17][26]  readPort1[26]        -540                          6
final                 regs[31][29]  readPort1[29]        -490                          6
[final cells by class]
type / instances / share of cell area (%)
Tap cell: 1254 / 2.57
Sequential cell: 1024 / 50.3
Clock inverter: 1122 / 8.07
Clock buffer: 117 / 4.79
Multi-Input combinational cell: 1097 / 28.2
Timing Repair Buffer: 366 / 6.06
Antenna cell: 2 / 0.00818
Inverter: 1 / 0.00614
No activity file was given, so power comes from the tool's default toggle rates.
