==> design.v <==
`timescale 1ns/1ps
module LoadStoreUnit(input logic [31:0] LoadData,
                     input logic [31:0] StoreData,
                     input logic [1:0] Address, 
                     input logic [2:0] funct3,
                     input logic mem_write,
                     input logic mem_read,
                     output logic [31:0] LoadDataOut,
                     output logic [31:0] StoreDataOut,
                     output logic misaligned_load_exception,
                     output logic misaligned_store_exception,
                     output logic [3:0] mem_write_req,
                     output logic mem_read_req);
    logic [1:0] alignment;
    logic is_aligned;
    logic [1:0] byte_enable;
    logic mem_write_valid;
    always_comb begin
        case(funct3[1:0])/* synthesis parallel_case */
            2'b00: is_aligned=1'b1;  
            2'b01: is_aligned=~Address[0];  
            2'b10: is_aligned=~(|Address[1:0]);  
            default: is_aligned=1'b0;
        endcase
    end
    always_comb begin
        LoadDataOut=32'b0;
        if(mem_read) begin 
            case(funct3)/* synthesis parallel_case */
                3'b000: LoadDataOut={{24{LoadData[7]}},LoadData[7:0]}; 
                3'b001: LoadDataOut={{16{LoadData[15]}},LoadData[15:0]}; 
                3'b010: LoadDataOut=LoadData; 
                3'b100: LoadDataOut={24'b0,LoadData[7:0]}; 
                3'b101: LoadDataOut={16'b0,LoadData[15:0]}; 
            endcase
        end            
    end
    always_comb begin
        StoreDataOut=32'b0;
        mem_write_req=4'b0;
        if(mem_write_valid) begin
            case(funct3)/* synthesis parallel_case */
                3'b000: begin
                    StoreDataOut={24'b0,StoreData[7:0]}; 
                    mem_write_req=4'b0001;
                end
                3'b001: begin
                    StoreDataOut={16'b0,StoreData[15:0]}; 
                    mem_write_req=4'b0011;
                end
                3'b010: begin
                    StoreDataOut=StoreData; 
                    mem_write_req=4'b1111;
                end
            endcase
        end
    end
    assign misaligned_load_exception = ~is_aligned & mem_read;
    assign misaligned_store_exception = ~is_aligned & mem_write;
    assign mem_write_valid=(is_aligned & mem_write);
    assign mem_read_req=is_aligned & mem_read; 
endmodule
==> run.sh <==
#!/bin/bash
# OpenROAD 26Q1-2900-gdf79404cd8, Yosys 0.63+post, stock flow scripts
make -C /OpenROAD-flow-scripts/flow DESIGN_CONFIG=/design/flow/config.mk WORK_HOME=/design/flow/orfs finish
==> config.mk <==
export PLATFORM = sky130hd
export DESIGN_NAME = LoadStoreUnit
export DESIGN_NICKNAME = LoadStoreUnit
export VERILOG_FILES = /design/flow/design.v
export SDC_FILE = /design/flow/constraint.sdc
export NUM_CORES = 4
export LEC_CHECK = 1
export CORE_AREA = 10 10 93 93
export DIE_AREA = 0 0 103 103
==> constraint.sdc <==
current_design LoadStoreUnit

set clk_period 6.9
set clk_io_pct 0.2

create_clock -name clk0 -period $clk_period

set non_clock_inputs [all_inputs -no_clocks]
set_input_delay [expr $clk_period * $clk_io_pct] -clock clk0 $non_clock_inputs
set_output_delay [expr $clk_period * $clk_io_pct] -clock clk0 [all_outputs]
==> flow_summary.toml <==
# generated from flow reports
[run_status]
status = "finished, final reports clean"

[worst_setup_path]
startpoint_type = "input port"
critPathSlowestCell = "clkdlybuf4s50_1"
max_stage_delay_ns = 0.82
critPathTopFamily = "buffers and inverters"
path_common_cell = "clkdlybuf4s50_1"
path_cells = "clkdlybuf4s50_1 -> or3b_4 -> nor3_4 -> and2_1 -> clkdlybuf4s50_1"
crit_required_ns = 5.52
critPathKind = "in -> out"
cp.buffers_inverters = 2
worstPathArrival_ns = 3.75
crit_fanout = 18
crit_path_end_kind = "output port"

[min_path]
min_to = "StoreDataOut[0]"
hp-start = "StoreData[0]"
min_path_cells = 4
hp-class = "in -> out"

[finish]
clock_buffers = 0
syn2layout_area_growth_pct = 174
layout_top_cells = "clkdlybuf4s50_1, and2_1, nand2_1"
drive_gt1_frac = 0.0453
final_util = 0.338
regArea_sq_um = 0
layoutNonFillerInstCount = 345
seq_cells = 0
final_common_cell = "clkdlybuf4s50_1"

[timing]
slew_violations = 0
fin_setup_tns_ns = 0
hold_slack_ns = 3.63
period_used_share = 0.743
slew_headroom = 0.566
hold_viol = 0
final-setup-viol-count = 0
worst_pin_slew_ns = 0.650
fin_crit_ns = 5.13
fmax_ghz = 0.195
rsz0062_at_grt = "no"

[yosys]
ys_types = 23
ys_cells = 136
synthCells = 136
yosysWarnings = 2
yosysSeqAreaShare = 0
avgSynthCellArea_sq_um = 6.12
synth_area_sq_um = 832
ys_chip_area_sq_um = 832

[placement]
place_inst = 345
hpwl_um = 4260
gp_congestion = 0.738
port_buffers = 142

[flow_run]
drv_cap = 0
tool_warnings = 32

[routing]
drc = 0
vias_per_cell = 3.94
vias = 1359
dr_wl_met2_um = 2410
ant_nets = 0
met3WireLength_um = 586
wl_um = 5060
top_layer_used = "met3"
wl_per_cell_um = 14.7
antenna_cells = 0
drt_first_pass_iters = 3
dr.first_iter.drc_count = 33
wl_met1_um = 2070

[grt]
track_usage = 0.0822
antenna_found_initial = 0
grt_pass1_vias = 1310
globalRoute.totalOverflow = 0
grt_pass1_wl_um = 7130
grt_start_max_net_pins = 20

[power_and_ir_drop]
total_power_w = 0.0000955
leakage_nw = 0.807
vdd_ir_drop_max_v = 0.0000187
power.density_mw_per_mm2 = 41.9

[clock_network]
cts_resized = 0
postCtsHoldBufs = 0
cts_setup_buffers = 0

[floorplan]
fp.dieW_um = 103
io_pins = 142
row_count = 30
die_area_sq_mm = 0.0106
fp.coreArea_sq_mm = 0.00676
die_height_um = 103
fp_util = 0.123
## worst max path at each step
stage,startpoint,endpoint,slack [ns],cells after the start
4_1_cts,funct3[1],StoreDataOut[18],1.72,5
5_1_grt,funct3[1],LoadDataOut[26],1.49,5
6_report,funct3[1],StoreDataOut[21],1.77,5
## cells in the mapped netlist
cell type | instances | share of area
or3b_4 | 1 | 0.014
a211oi_4 | 1 | 0.024
a21oi_1 | 16 | 0.096
nand2_1 | 25 | 0.11
buf_4 | 3 | 0.027
o21a_1 | 1 | 0.0090
mux2i_1 | 1 | 0.012
o21ai_1 | 1 | 0.0060
and3_1 | 8 | 0.060
a22oi_1 | 8 | 0.072
nor2_1 | 10 | 0.045
clkbuf_1 | 4 | 0.018
nor3b_4 | 1 | 0.023
mux2_2 | 8 | 0.11
nor2b_1 | 11 | 0.083
nand2b_1 | 2 | 0.015
nor3_4 | 1 | 0.020
buf_1 | 1 | 0.0045
buf_2 | 4 | 0.024
buf_6 | 1 | 0.014
o22a_1 | 1 | 0.011
or3_1 | 1 | 0.0075
and2_1 | 26 | 0.20
## logic make-up after synthesis
group | share of synthesized area
AND/OR/NAND/NOR | 0.574
AND-OR/OR-AND | 0.218
buffers and inverters | 0.0872
multiplexers | 0.120
## layer usage
layer / global-route usage / vias up
met5: 0 / -
met4: 0 / 0
met3: 0.0237 / 0
met2: 0.148 / 69
met1: 0.100 / 575
li1: - / 715
## power breakdown
part / switching (W) / leakage [nW] / internal [W]
registers: 0 / 0 / 0
clock network: 0 / 0 / 0
logic: 0.0000287 / 0.807 / 0.0000668
total: 0.0000287 / 0.807 / 0.0000668
## per-stage QoR
stage          worst slack [ns]  instance area (sq um)
2_1_floorplan              3.15                    832
3_3_place_gp               1.74                   2280
3_5_place_dp               1.72                   2280
4_1_cts                    1.72                   2280
5_1_grt                    1.49                   2280
6_report                   1.77                   2280
## layout make-up
cell class                      count  area, sq um
Multi-Input combinational cell    123          759
Fill cell                         703         4480
Tap cell                           80          100
Timing Repair Buffer              142         1420
Power is estimated from default activity; no workload was simulated.
